**/design/flow/run.sh**
```bash
#!/bin/bash
# OpenROAD 26Q1-2900-gdf79404cd8, Yosys 0.63+post, stock flow scripts
make -C /OpenROAD-flow-scripts/flow DESIGN_CONFIG=/design/flow/config.mk WORK_HOME=/design/flow/orfs finish
```
**/design/flow/config.mk**
```make
export PLATFORM = sky130hd
export DESIGN_NAME = sign_mag
export DESIGN_NICKNAME = sign_mag
export VERILOG_FILES = /design/flow/design.v
export SDC_FILE = /design/flow/constraint.sdc
export NUM_CORES = 4
export LEC_CHECK = 1
export CORE_AREA = 10 10 70 70
export DIE_AREA = 0 0 80 80
```
**/design/flow/constraint.sdc**
```tcl
current_design sign_mag

set clk_period 7.0
set clk_io_pct 0.2

create_clock -name clk0 -period $clk_period

set non_clock_inputs [all_inputs -no_clocks]
set_input_delay [expr $clk_period * $clk_io_pct] -clock clk0 $non_clock_inputs
set_output_delay [expr $clk_period * $clk_io_pct] -clock clk0 [all_outputs]
```
**/design/flow/design.v**
```verilog
`timescale 1ns / 1ps
module sign_mag #(parameter WIDTH = 8)(
    input wire [WIDTH-1:0] a, b,
    output reg [WIDTH-1:0] sum
);
    reg [WIDTH-2:0] mag_a, mag_b, max, min, mag_sum;
    reg sign_a, sign_b, sign_sum;
    always @* begin
        mag_a = a[WIDTH-2:0];
        mag_b = b[WIDTH-2:0];
        sign_a = a[WIDTH-1];
        sign_b = b[WIDTH-1];
        if(mag_a > mag_b)begin
            max = mag_a;
            min = mag_b;
            sign_sum = sign_a;
        end else begin
            max = mag_b;
            min = mag_a;
            sign_sum = sign_b;
        end
        if(sign_a == sign_b)begin
            mag_sum = max + min;
            sum = {sign_sum, mag_sum};
        end else begin
            mag_sum = max - min;
            sum = {sign_sum, mag_sum};
        end
    end
endmodule
```
==> Implementation_results.wiki <==
== Metrics ==
{| class="wikitable"
! Metric !! Value
|-
| Result of the run || complete, no violations
|-
| Type of origin of the critical path || input port
|-
| Number of standard cells in the layout, taps in and fillers out || 193
|-
| Total routing usage reported by global routing || 6.91%
|-
| Count of final max-slew check failures || 0
|-
| Synth cell types || 32
|-
| Mean number of vias per cell || 4.68
|-
| Critical path capture point type || output port
|-
| Final Hold Violating Endpoints || 0
|-
| Number of search-and-repair iterations in the first detailed-routing pass || 4
|-
| Internal power || 111 uW
|-
| Slew at the pin closest to its max-slew limit || 349 ps
|-
| DRC violations left || 0
|-
| Start point of the critical path || a[0]
|-
| Die area || 0.00640 sq mm
|-
| Ratio of cells with drive above 1 in the final layout || 27.2%
|-
| Estimated wirelength of the detail-placed design || 1930 um
|-
| Fraction of post-synthesis cell area in the top cell type by area || 21.5%
|-
| Max-cap check violation count || 0
|-
| Port Buffer Count || 24
|-
| Diode count || 0
|-
| Residual overflow from global routing || 0
|-
| Placer congestion estimate || 0.860
|-
| Synthesis-to-finish area growth || 60.2%
|-
| Biggest area contributors in the synthesized netlist || sky130_fd_sc_hd__ha_1, sky130_fd_sc_hd__xnor2_1, sky130_fd_sc_hd__mux2_2
|-
| Area inside the core boundary || 0.00342 sq mm
|-
| End point of the critical path || sum[6]
|-
| Maximum VDD drop || 0.0000706 V
|-
| Residual antenna-violating net count after detailed routing || 0
|-
| Count of final setup violators || 0
|-
| Total of hold buffers inserted after clock tree synthesis || 0
|-
| Number of global-route vias before repair || 853
|-
| Average cell area after synthesis || 7.46 sq um
|-
| Peak clock frequency supported by timing || 155 MHz
|-
| Share of total power in the clock network || 0%
|-
| Core utilization before placement || 23.8%
|-
| Arrival time worst endpoint || 5060 ps
|-
| Routed wire length || 2360 um
|-
| Worst slew margin relative to its limit || 76.7%
|-
| Register area || 0 sq um
|-
| Worst-path fanout max || 4
|-
| Sequential group share of total power || 0%
|-
| Number of antenna violations at the first check in global routing || 0
|-
| Endpoint required time on the critical path || 5600 ps
|-
| Finished Cell Area || 0.00130 sq mm
|-
| Clock buffer instance count of the final layout || 0
|-
| Height of the die || 80 um
|-
| PD cells || 140 mW/mm^2
|-
| Combinational power share || 100.0%
|-
| Overall via count from detail_route || 904
|-
| Share of the yosys chip area belonging to registers || 0%
|-
| Number of flip-flops and latches || 0
|-
| Die W || 80 um
|-
| DRC marker count from the first detailed-route iteration || 23
|-
| Switching pwr || 71.1 uW
|-
| Post-placement cell count || 189
|-
| Yosys top cell by area || sky130_fd_sc_hd__ha_1
|-
| Cell count in the Yosys report || 109
|-
| Syn Std Cell Area || 813 sq um
|-
| # IOs || 24
|-
| Ys Warns || 1
|-
| Post-route clock period utilization || 92.2%
|-
| Chip area from the yosys synthesis statistics || 813 sq um
|-
| Hold path startpoint || b[4]
|-
| Time the worst path needs with I/O delays and setup || 6460 ps
|-
| Hold crit path type || input port to output port
|-
| Largest net degree at the start of global routing || 15
|-
| First-pass GRT wire length || 3770 um
|-
| Leakage power figure || 0.000592 uW
|-
| Count of tool warnings || 33
|-
| Switching Share || 39.1%
|-
| RSZ-0062 raised after global routing || no
|-
| Number of rows in the core area || 21
|-
| Worst Setup Path Type || input port to output port
|-
| Synthesized netlist cell count || 109
|-
| Standard cell area after detailed placement || 0.00119 sq mm
|-
| Per-cell routed wire length || 12.2 um
|}
## routing by layer
layer | vias up | track usage, % | wire length (um)
li1 | 470 | - | -
met1 | 410 | 9.40 | 1090
met2 | 24 | 11.6 | 1110
met3 | 0 | 1.36 | 162
met4 | 0 | 0 | 0
met5 | - | 0 | 0
## cell usage after synthesis (all sizes together)
cell    number
a211oi       1
a21o         2
a21oi       12
a31oi        3
a32oi        1
and2         1
and4         1
and4b        1
buf          2
clkbuf       1
fa           1
ha          14
inv         13
mux2         6
mux2i        4
nand3        2
nand3b       2
nand4        1
nor2        13
nor2b        1
nor3         3
nor4b        1
o21a         2
o21ai        3
o21bai       3
o31a         1
or3          1
or4          1
xnor2       11
xor2         1
## logic make-up (layout without fill, tap and decap cells)
family	after synthesis	count (layout)	share of synthesized area, %
XOR/XNOR	12	12	12.9
AND/OR/NAND/NOR	28	28	19.4
multiplexers	10	10	13.2
adder cells (fa/ha/maj)	15	15	24.0
AND-OR/OR-AND	28	28	22.5
buffers and inverters	16	54	8.00
## cell type report
class / instances / area [sq um]
well taps: 46 / 57.6
repair buffers: 41 / 378
inverters: 13 / 48.8
fillers: 341 / 2110
multi-input cells: 93 / 818
## worst min path at each step
stage            end  slack, ps  cells after the start
finish        sum[6]       3550                      6
global route  sum[6]       3630                      6
CTS           sum[7]       3920                      3
## placed cells by master, fill, tap and decap left out, types with 2 or more instances in the layout
cell type                         synthesis  final
sky130_fd_sc_hd__nand3_1                  2      2
sky130_fd_sc_hd__nand3b_1                 2      2
sky130_fd_sc_hd__a21o_1                   2      2
sky130_fd_sc_hd__inv_1                   13     11
sky130_fd_sc_hd__nor3_1                   3      3
sky130_fd_sc_hd__a31oi_1                  3      3
sky130_fd_sc_hd__xnor2_1                 11     11
sky130_fd_sc_hd__buf_4                    1     17
sky130_fd_sc_hd__inv_2                    0      2
sky130_fd_sc_hd__mux2_2                   6      6
sky130_fd_sc_hd__ha_1                    14     10
sky130_fd_sc_hd__a21oi_2                  0      3
sky130_fd_sc_hd__a21oi_1                 12      9
sky130_fd_sc_hd__mux2i_1                  4      3
sky130_fd_sc_hd__dlymetal6s2s_1           0      4
sky130_fd_sc_hd__o21a_1                   2      2
sky130_fd_sc_hd__clkdlybuf4s50_1          0     20
sky130_fd_sc_hd__ha_4                     0      3
sky130_fd_sc_hd__nor2_1                  13     12
sky130_fd_sc_hd__o21ai_0                  3      2
## through the flow
stage | hold WS [ps] | utilization, % | setup TNS [ps] | power, uW | worst slack (ps)
finish | 3550 | 38.1 | 0 | 182 | 544
global route | 3630 | 38.1 | 0 | 203 | 286
CTS | 3920 | 35.3 | 0 | 178 | 4.98
detailed placement | 3910 | 34.9 | -9.55 | 174 | -9.55
global placement | 3920 | 34.9 | 0 | 174 | 30.9
floorplan | 2930 | - | 0 | 91.6 | 1080
## critical path: stages
cell and delay, ps:
sky130_fd_sc_hd__clkdlybuf4s50_1 540, sky130_fd_sc_hd__inv_1 60, sky130_fd_sc_hd__ha_1 290, sky130_fd_sc_hd__nand3_1 110
sky130_fd_sc_hd__nor2_2 140, sky130_fd_sc_hd__o21bai_4 150, sky130_fd_sc_hd__mux2i_2 260, sky130_fd_sc_hd__ha_2 240
sky130_fd_sc_hd__a31oi_1 110, sky130_fd_sc_hd__xnor2_1 130, sky130_fd_sc_hd__nor2_1 130, sky130_fd_sc_hd__a21oi_2 50
sky130_fd_sc_hd__ha_1 310, sky130_fd_sc_hd__o21a_1 110, sky130_fd_sc_hd__o31a_1 100, sky130_fd_sc_hd__or4_1 420
sky130_fd_sc_hd__a31oi_1 240, sky130_fd_sc_hd__a32oi_1 120, sky130_fd_sc_hd__dlymetal6s2s_1 150
## power by group through the flow
stage         clock, uW  sequential [uW]  combinational [uW]
CTS                   0                0                 178
global route          0                0                 203
finish                0                0                 182
## repair_timing
action / 4_1_cts / 5_1_grt
endpoints found under the setup margin: 1 / 1
resized: 4 / 15
buffers inserted: 0 / 4
pin swaps: 0 / 11
endpoints found under the hold margin: 0 / 0
Power is estimated from default activity; no workload was simulated.

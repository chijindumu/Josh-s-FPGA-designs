--- flow/design.v ---
`timescale 1ns / 1ps
module debounce(
    input clk, reset,
    input wire btn,
    output reg db_level
); 
    localparam [1:0] 
                zero = 2'b00,
                wait0 = 2'b01,
                one = 2'b10,
                wait1 = 2'b11;
    localparam N=21;  
    reg [N-1:0] q_reg, q_next;
    reg [1:0] state_reg, state_next;
    always@(posedge clk, posedge reset) begin
        if(reset)begin
            q_reg <= 0;
            state_reg <= 0;
        end else begin
            q_reg <= q_next;
            state_reg <= state_next;
        end
    end
    always @* begin
        state_next = state_reg;
        q_next = q_reg;
        case (state_reg)
            zero : begin
                db_level = 1'b0;
                if(btn)begin
                    q_next = 1;
                    state_next = wait1;
                end
            end
            wait1 : begin
                db_level = 1'b0;
                if(btn)begin
                    q_next = q_reg - 1;
                    if (q_next == 0) begin
                        state_next = one;
                    end
                end else begin
                    state_next = zero;
                end
            end
            one : begin
                db_level = 1'b1;
                if(!btn)begin
                    q_next = 1;
                    state_next = wait0;
                end
            end
            wait0 : begin
                if(!btn)begin
                    q_next =  q_reg - 1;
                    if(q_next == 0) begin
                        state_next = zero;
                    end
                end else begin
                    state_next = zero;
                end
            end
            default: state_next = zero;
        endcase
    end
endmodule
`timescale 1ns / 1ps
module pixel_generator (
    input clk,  
    input reset,    
    input up,
    input down,
    input video_on,
    input [9:0] x,
    input [9:0] y,
    output reg [11:0] rgb
);
    parameter X_MAX = 639;
    parameter Y_MAX = 479;
    wire refresh_tick;
    assign refresh_tick = ((y == 481) && (x == 0)) ? 1 : 0;  
    parameter X_WALL_L = 32;    
    parameter X_WALL_R = 39;     
    parameter X_PAD_L = 600;
    parameter X_PAD_R = 603;     
    wire [9:0] y_pad_t, y_pad_b;
    parameter PAD_HEIGHT = 72;   
    reg [9:0] y_pad_reg, y_pad_next;
    parameter PAD_VELOCITY = 3;      
    parameter BALL_SIZE = 8;
    wire [9:0] x_ball_l, x_ball_r;
    wire [9:0] y_ball_t, y_ball_b;
    reg [9:0] y_ball_reg, x_ball_reg;
    wire [9:0] y_ball_next, x_ball_next;
    reg [9:0] x_delta_reg, x_delta_next;
    reg [9:0] y_delta_reg, y_delta_next;
    parameter BALL_VELOCITY_POS = 2;
    parameter BALL_VELOCITY_NEG = -2;
    wire [2:0] rom_addr, rom_col;    
    reg [7:0] rom_data;              
    wire rom_bit;                    
    always @(posedge clk or posedge reset)
        if(reset) begin
            y_pad_reg <= 0;
            x_ball_reg <= 0;
            y_ball_reg <= 0;
            x_delta_reg <= 10'h002;
            y_delta_reg <= 10'h002;
        end
        else begin
            y_pad_reg <= y_pad_next;
            x_ball_reg <= x_ball_next;
            y_ball_reg <= y_ball_next;
            x_delta_reg <= x_delta_next;
            y_delta_reg <= y_delta_next;
        end
    always @*
        case(rom_addr)
            3'b000 :    rom_data = 8'b00111100;  
            3'b001 :    rom_data = 8'b01111110;  
            3'b010 :    rom_data = 8'b11111111;  
            3'b011 :    rom_data = 8'b11111111;  
            3'b100 :    rom_data = 8'b11111111;  
            3'b101 :    rom_data = 8'b11111111;  
            3'b110 :    rom_data = 8'b01111110;  
            3'b111 :    rom_data = 8'b00111100;  
        endcase
    wire wall_on, pad_on, sq_ball_on, ball_on;
    wire [11:0] wall_rgb, pad_rgb, ball_rgb, bg_rgb;
    assign wall_on = ((X_WALL_L <= x) && (x <= X_WALL_R)) ? 1 : 0;
    assign wall_rgb = 12'hAAA;       
    assign pad_rgb = 12'hAAA;        
    assign ball_rgb = 12'hFFF;       
    assign bg_rgb = 12'h111;        
    assign y_pad_t = y_pad_reg;                              
    assign y_pad_b = y_pad_t + PAD_HEIGHT - 1;               
    assign pad_on = (X_PAD_L <= x) && (x <= X_PAD_R) &&      
                    (y_pad_t <= y) && (y <= y_pad_b);
    always @* begin
        y_pad_next = y_pad_reg;      
        if(refresh_tick)
            if(up & (y_pad_t > PAD_VELOCITY))
                y_pad_next = y_pad_reg - PAD_VELOCITY;   
            else if(down & (y_pad_b < (Y_MAX - PAD_VELOCITY)))
                y_pad_next = y_pad_reg + PAD_VELOCITY;   
    end
    assign x_ball_l = x_ball_reg;
    assign y_ball_t = y_ball_reg;
    assign x_ball_r = x_ball_l + BALL_SIZE - 1;
    assign y_ball_b = y_ball_t + BALL_SIZE - 1;
    assign sq_ball_on = (x_ball_l <= x) && (x <= x_ball_r) &&
                        (y_ball_t <= y) && (y <= y_ball_b);
    assign rom_addr = y[2:0] - y_ball_t[2:0];    
    assign rom_col = x[2:0] - x_ball_l[2:0];     
    assign rom_bit = rom_data[rom_col];          
    assign ball_on = sq_ball_on & rom_bit;       
    assign x_ball_next = (refresh_tick) ? x_ball_reg + x_delta_reg : x_ball_reg;
    assign y_ball_next = (refresh_tick) ? y_ball_reg + y_delta_reg : y_ball_reg;
    always @* begin
        x_delta_next = x_delta_reg;
        y_delta_next = y_delta_reg;
        if(y_ball_t < 1)                                             
            y_delta_next = BALL_VELOCITY_POS;                        
        else if(y_ball_b > Y_MAX)                                    
            y_delta_next = BALL_VELOCITY_NEG;                        
        else if(x_ball_l <= X_WALL_R)                                
            x_delta_next = BALL_VELOCITY_POS;                        
        else if((X_PAD_L <= x_ball_r) && (x_ball_r <= X_PAD_R) &&
                (y_pad_t <= y_ball_b) && (y_ball_t <= y_pad_b))      
            x_delta_next = BALL_VELOCITY_NEG;                        
    end                    
    always @*
        if(~video_on)
            rgb = 12'h000;       
        else
            if(wall_on)
                rgb = wall_rgb;      
            else if(pad_on)
                rgb = pad_rgb;       
            else if(ball_on)
                rgb = ball_rgb;      
            else
                rgb = bg_rgb;        
endmodule
`timescale 1ns / 1ps
module top (
    input clk_100Mhz,
    input reset,
    input up,
    input down,
    output hsync,
    output vsync,
    output [11:0] rgb
);
    wire w_reset, w_up, w_down, w_vid_on, w_p_tick;
    wire [9:0] w_x, w_y;
    reg [11:0] rgb_reg;
    wire [11:0] rgb_next;
    debounce debounceR(.clk(clk_100Mhz), .btn(reset), .db_level(w_reset));
    debounce debounceU(.clk(clk_100Mhz), .btn(up), .db_level(w_up));
    debounce debounceD(.clk(clk_100Mhz), .btn(down), .db_level(w_down));
    vga_controller vga(.clk_100Mhz(clk_100Mhz), .reset(w_reset), .hsync(hsync), .vsync(vsync), .video_on(w_vid_on), .p_tick(w_p_tick), .x(w_x), .y(w_y));
    pixel_generator pixel_gen(.clk(clk_100Mhz), .reset(w_reset), .up(w_up), .down(w_down), .video_on(w_vid_on), .x(w_x), .y(w_y), .rgb(rgb_next));
    always @(posedge clk_100Mhz)
        if(w_p_tick)
            rgb_reg <= rgb_next;
    assign rgb = rgb_reg;
endmodule
`timescale 1ns / 1ps
module vga_controller(
    input clk_100Mhz,
    input reset,
    output hsync,
    output vsync,
    output video_on,
    output p_tick,  
    output [9:0] x, y  
);
    parameter HD = 640;                      
    parameter HF = 48;                       
    parameter HB = 16;                       
    parameter HR = 96;                       
    parameter HMAX = HD + HF + HB + HR - 1;  
    parameter VD = 480;                      
    parameter VF = 10;                       
    parameter VB = 33;                       
    parameter VR = 2;                        
    parameter VMAX = VD + VF + VB + VR - 1;  
    reg [1:0] r_clk25Mhz;
    wire clk_25Mhz;
    always @(posedge clk_100Mhz, posedge reset) begin
        if (reset) begin
            r_clk25Mhz <= 0;
        end else begin
            r_clk25Mhz <= r_clk25Mhz + 1;
        end
    end
    assign clk_25Mhz = (r_clk25Mhz == 0) ? 1'b1 : 1'b0;  
    reg [9:0] v_count_reg, v_count_next;
    reg [9:0] h_count_reg, h_count_next;
    reg v_sync_reg, h_sync_reg;
    wire v_sync_next, h_sync_next;
    always @(posedge clk_100Mhz, posedge reset) begin
        if(reset)begin
            v_sync_reg <= 0;
            h_sync_reg <= 0;
            v_count_reg <= 0;
            h_count_reg <= 0;
        end else begin
            v_sync_reg <= v_sync_next;
            h_sync_reg <= h_sync_next;
            v_count_reg <= v_count_next;
            h_count_reg <= h_count_next;
        end
    end
    always @(posedge clk_25Mhz, posedge reset) begin
        if(reset)begin
            h_count_next = 0;
        end else begin
            if (h_count_next == HMAX) begin
                h_count_next = 0;
            end else begin
                h_count_next = h_count_reg + 1;
            end
        end
    end
    always @(posedge clk_25Mhz, posedge reset) begin
        if(reset)begin
            v_count_next = 0;
        end else begin
            if(h_count_next == HMAX) begin           
                if (v_count_next == VMAX) begin
                    v_count_next = 0;
                end else begin
                    v_count_next = v_count_reg + 1;
                end
            end
        end
    end
    assign h_sync_next = (h_count_reg >= (HD + HF + HB)) && (h_count_reg <= (HD + HF + HB + HR - 1 ));
    assign v_sync_next = (v_count_reg >= (VD + VF + VB)) && (v_count_reg <= (VD + VF + VB + VR - 1));
    assign video_on = (v_count_reg < VD) && (h_count_reg < HD);
    assign vsync = v_sync_reg;
    assign hsync = h_sync_reg;
    assign x = h_count_reg;
    assign y = v_count_reg;
    assign p_tick = clk_25Mhz;  
endmodule
--- flow/run.sh ---
#!/bin/bash
# OpenROAD 26Q1-2900-gdf79404cd8, Yosys 0.63+post, stock flow scripts
make -C /OpenROAD-flow-scripts/flow DESIGN_CONFIG=/design/flow/config.mk WORK_HOME=/design/flow/orfs finish
--- flow/constraint.sdc ---
current_design top

set clk_period 4.1
set clk_io_pct 0.2

create_clock -name clk0 -period $clk_period [get_ports {clk_100Mhz}]

set non_clock_inputs [all_inputs -no_clocks]
set_input_delay [expr $clk_period * $clk_io_pct] -clock clk0 $non_clock_inputs
set_output_delay [expr $clk_period * $clk_io_pct] -clock clk0 [all_outputs]
--- flow/config.mk ---
export PLATFORM = sky130hd
export DESIGN_NAME = top
export DESIGN_NICKNAME = top
export VERILOG_FILES = /design/flow/design.v
export SDC_FILE = /design/flow/constraint.sdc
export NUM_CORES = 4
export LEC_CHECK = 1
export CORE_UTILIZATION = 30
==> flow_summary.json <==
{
  "finalCoreUtilization_pct": 34.35,
  "drtIter0Drc": 148,
  "min_period_ns": 3.024,
  "dp_cells": 579,
  "cts_resized": 0,
  "synth-area-yosys_sq_um": 4095,
  "worst_skew_pair.late_latency_ns": 0.28,
  "grt_pass1_vias": 2780,
  "cp-end-kind": "register",
  "p_clk_share_pct": 50.8,
  "clockBufferDepth": 2,
  "reg2reg_slack_ns": 1.08,
  "finalWirelength_mm": 7.656,
  "hold_depth": 1,
  "power.leakage_nw": 1.881,
  "place_congestion": 0.8374,
  "comb_area_sq_um": 2213,
  "cts-root-buf": "clkbuf_16",
  "vias": 2774,
  "postRouteAntennaNets": 0,
  "die_w_microns": 118.8,
  "hold_class": "reg2reg",
  "final_max_slew_viol_count": 0,
  "clock_skew_ns": 0.004149,
  "avgSynthCellArea_sq_um": 10.21,
  "path_class": "reg2reg",
  "stdcell_count": 587,
  "yosys.area.top_type": "edfxtp_1",
  "maxCapViolCount": 0,
  "port_buffers": 14,
  "ir_drop_v": 0.0001645,
  "worst-endpoint-required_ns": 4.26,
  "syn-cell-area_sq_um": 4095,
  "untimed_endpoints": 50,
  "clk_pin_slew_ns": 0.07,
  "synth_cell_types": 55,
  "rsz0062_at_grt": "no",
  "intPower_mw": 0.8127,
  "status": "completed",
  "edf_count": 33,
  "antenna_found_initial": 0,
  "dp_hpwl_mm": 5.770,
  "ioPinCount": 18,
  "cts-buffers-inserted": 5,
  "yosys.stat.seqShare_pct": 40.82,
  "worst_pin_slew_ns": 0.8798,
  "num_antenna_cells": 0,
  "worstPathArrival_ns": 3.19,
  "warnings": 33,
  "route.detailed.drc": 0,
  "period_used_pct": 73.76,
  "area_delta_synth_final_pct": 11.52,
  "fillCellCount": 1288,
  "chip_area_sq_um": 14120,
  "top_area_share_pct": 24.20,
  "total_power_mw": 0.9916,
  "vias_per_cell": 4.726,
  "power.switching_mw": 0.1789,
  "yosys_warnings": 7,
  "rr_worst_depth": 12,
  "cts_hold_buffers": 0,
  "finalSetupViolCount": 0,
  "core_area_sq_um": 13300,
  "ys.flop_type": "dfxtp_1",
  "ys_ff": 67,
  "fp_util_pct": 30.80,
  "combPwrFrac_pct": 0,
  "grt_max_degree": 24,
  "finalHoldViolCount": 0,
  "startpoint": "pixel_gen.y_ball_reg[1]$_DFFE_PP_",
  "wl_per_cell_microns": 13.04,
  "unclocked_pins": 20,
  "yosys_cells": 401,
  "worstPathMaxFanout": 6,
  "overflow": 0,
  "dp_slack_ns": 1.063,
  "dr.pass1.iters": 4,
  "fp.dieH_microns": 118.8,
  "fmax_mhz": 330.7,
  "regArea_sq_um": 1672,
  "netlist_instances": 401,
  "grt_pass1_wl_mm": 13.54,
  "min_to": "vga.r_clk25Mhz[0]$_DFF_P_",
  "cts_setup_buffers": 0,
  "cts.htree.levels": 2,
  "power_density_nw_per_um2": 217.1,
  "async_reset_ff_share_pct": 0,
  "share_seq_of_total_power_pct": 49.2,
  "switching_share_pct": 18.04,
  "num_rows": 42,
  "groute.usage.overall_pct": 11.94,
  "r2r_end": "rgb_reg[6]$_SDFFCE_PP0N_",
  "yosys-top-cells-area": "edfxtp_1 24%, ha_1 17%, dfxtp_1 17%",
  "timing.rr.start": "pixel_gen.y_ball_reg[1]$_DFFE_PP_",
  "max-slew-margin-rel_pct": 40.86,
  "fin_ws_ns": 1.076,
  "cts_tree": "yes",
  "tns_ns": 0,
  "startpoint_type": "register",
  "drive_gt1_share_pct": 5.109,
  "timing.hold.worst.start": "vga.r_clk25Mhz[0]$_DFF_P_"
}
final cells by class:
cell class              instances  area share (%)
flip-flops and latches         67           36.60
clock buffers                   6           3.288
repair buffers                 16           3.397
well taps                     176           4.822
clock inverters                 2          0.7945
multi-input cells             288           48.47
inverters                      32           2.630
cells in the final DEF, fill, tap and decap left out, types with 8 or more instances in the layout:
master / synthesis / layout
a21oi_1: 11 / 11
clkdlybuf4s50_1: 0 / 14
dfxtp_1: 34 / 34
edfxtp_1: 33 / 33
ha_1: 57 / 57
inv_1: 30 / 30
nand2_1: 18 / 18
nand3_1: 14 / 14
nand4_1: 8 / 8
nor2_1: 41 / 41
nor3_1: 9 / 9
o21ai_1: 8 / 8
xnor2_1: 37 / 37
xor2_1: 10 / 10
synthesized netlist by cell type, types with 3 or more instances:
library cell,instances
dfxtp_1,34
a21o_1,5
a211o_1,4
nor3_1,9
a21oi_1,11
o2111ai_1,3
buf_4,10
nand3_1,14
ha_1,57
o211ai_1,5
o21a_1,4
clkbuf_1,4
nor2b_1,4
xor2_1,10
o21ai_0,7
nand4_1,8
nor4_1,7
o21ai_1,8
edfxtp_1,33
nand2_1,18
inv_1,30
nor2_1,41
xnor2_1,37
layer usage:
layer | global-route usage [%] | vias up | wire [microns]
met5 | 0 | - | 0
met4 | 1.187 | 0 | 55
li1 | - | 1438 | -
met2 | 18.09 | 26 | 3394
met3 | 1.517 | 6 | 226
met1 | 19.35 | 1304 | 3980
cell families after synthesis:
| kind of cell | count (synthesis) | synth area share (%) |
|---|---|---|
| flops | 67 | 40.82 |
| compound gates | 62 | 10.57 |
| simple gates | 118 | 14.54 |
| fa+ha+maj | 60 | 18.64 |
| xor+xnor | 47 | 10.05 |
| buf+inv | 46 | 5.133 |
| mux | 1 | 0.2444 |
how the worst max path moves through the flow:
| stage | cells past startpoint | slack (ns) | to |
|---|---|---|---|
| CTS | 12 | 1.04 | rgb_reg[6]$_SDFFCE_PP0N_ |
| global route | 12 | 0.71 | rgb_reg[6]$_SDFFCE_PP0N_ |
| finish | 12 | 1.08 | rgb_reg[6]$_SDFFCE_PP0N_ |
per-stage QoR:
stage	area [sq um]	hold WS, ns
after CTS	4567	0.3897
after global routing	4567	0.4015
after floorplan	4095	0.3614
after global placement	4380	0.3683
after detailed placement	4380	0.3739
final	4567	0.3874
worst max-delay path: stages, from the launching register on:
cell,delay (ns)
edfxtp_1,0.44
inv_1,0.16
ha_1,0.27
nor2_1,0.18
nand3_1,0.13
xor2_1,0.24
ha_1,0.31
a222oi_1,0.28
nand2_1,0.08
nor4b_1,0.21
o21ai_0,0.14
a311oi_2,0.30
and2b_1,0.16
power by group through the flow:
stage | Combinational (mW) | Clock (mW) | Sequential, mW
CTS | 0.00000113 | 0.515 | 0.487
global route | 0.00000113 | 0.536 | 0.487
finish | 0.00000113 | 0.504 | 0.487
No activity file was given, so power comes from the tool's default toggle rates.

==> /design/flow/design.v <==
`timescale 1ns / 1ps
module hexseg_control(
    input wire clk, reset, 
    input wire [7:0] mag,
    input wire sign,
    output reg [0:6] segs,
    output reg [3:0] an
);
wire [3:0] hundred, tens, unit;
reg [16:0] an_counter; 
reg [1:0] an_state;
wire [1:0] an_nextstate;
hundreds magnitude(.mag(mag), .hundred(hundred), .tens(tens), .unit(unit));
always @(posedge clk, posedge reset) begin
    if(reset) begin
        an_state <= 0;
        an_counter <= 0;
    end else begin 
        if(an_counter == 99_999) begin
            an_counter <= 0;
            an_state <= an_nextstate;
        end else begin
            an_counter <=  an_counter + 1;
        end
    end
end
assign an_nextstate = an_state + 1;
always @* begin
    case (an_state)
        2'b00: 
            begin
                an = 4'b0111;
                if (sign) begin
                    segs <= 7'b1111110;
                end else begin
                    segs <= 7'b1111111;
                end
            end
        2'b01: 
            begin
                an = 4'b1011;
                case(hundred)
                    4'h0: segs =  7'b0000001;
                    4'h1: segs =  7'b1001111;
                    4'h2: segs =  7'b0010010;
                    4'h3: segs =  7'b0000110;
                    4'h4: segs =  7'b1001100;
                    4'h5: segs =  7'b0100100;
                    4'h6: segs =  7'b0100000;
                    4'h7: segs =  7'b0001111;
                    4'h8: segs =  7'b0000000;
                    4'h9: segs =  7'b0000100;
                endcase
            end
        2'b10: 
            begin
                an = 4'b1101;
                case(tens)
                    4'h0: segs =  7'b0000001;
                    4'h1: segs =  7'b1001111;
                    4'h2: segs =  7'b0010010;
                    4'h3: segs =  7'b0000110;
                    4'h4: segs =  7'b1001100;
                    4'h5: segs =  7'b0100100;
                    4'h6: segs =  7'b0100000;
                    4'h7: segs =  7'b0001111;
                    4'h8: segs =  7'b0000000;
                    4'h9: segs =  7'b0000100;
                endcase
            end
        2'b11: 
            begin
                an = 4'b1110;
                case(unit)
                    4'h0: segs =  7'b0000001;
                    4'h1: segs =  7'b1001111;
                    4'h2: segs =  7'b0010010;
                    4'h3: segs =  7'b0000110;
                    4'h4: segs =  7'b1001100;
                    4'h5: segs =  7'b0100100;
                    4'h6: segs =  7'b0100000;
                    4'h7: segs =  7'b0001111;
                    4'h8: segs =  7'b0000000;
                    4'h9: segs =  7'b0000100;
                endcase
            end
    endcase
end
endmodule
`timescale 1ns / 1ps
module hundreds(
    input wire [7:0] mag,
    output reg [3:0] hundred, tens, unit
    );
        always @*
            begin
              hundred <= mag / 100;
              tens <= (mag % 100) / 10;
              unit <= (mag % 100) % 10;
            end
endmodule
==> /design/flow/run.sh <==
#!/bin/bash
# OpenROAD 26Q1-2900-gdf79404cd8, Yosys 0.63+post, stock flow scripts
make -C /OpenROAD-flow-scripts/flow DESIGN_CONFIG=/design/flow/config.mk WORK_HOME=/design/flow/orfs finish
==> /design/flow/config.mk <==
export PLATFORM = sky130hd
export DESIGN_NAME = hexseg_control
export DESIGN_NICKNAME = hexseg_control
export VERILOG_FILES = /design/flow/design.v
export SDC_FILE = /design/flow/constraint.sdc
export NUM_CORES = 4
export LEC_CHECK = 1
export CORE_UTILIZATION = 40
==> /design/flow/constraint.sdc <==
current_design hexseg_control

set clk_period 8.4
set clk_io_pct 0.2

create_clock -name clk0 -period $clk_period [get_ports {clk}]

set non_clock_inputs [all_inputs -no_clocks]
set_input_delay [expr $clk_period * $clk_io_pct] -clock clk0 $non_clock_inputs
set_output_delay [expr $clk_period * $clk_io_pct] -clock clk0 [all_outputs]
==> impl_metrics.toml <==
# flow metrics
[detailed_routing]
ant_nets = 0
drt-wirelength-per-cell_microns = 14.6
via_per_inst = 5.88
num_antenna_cells = 0
drc = 0
drtIter0Drc = 131
wl_mm = 6.08
dr_total_vias = 2445
dr.pass1.iters = 4

[layout]
syn_to_final_growth_pct = 10.1
fin_area_sq_um = 2860
fill_cells = 605
fin_cells = 416
drive_gt1_share_pct = 8.21
final_core_utilization_pct = 46.9

[power]
seq_power_share_pct = 27.6
intPower_mw = 0.190
clockPowerShare_pct = 18.7
p_comb_share_pct = 53.7
p_sw_share_pct = 42.7
finalPower_mw = 0.331
pwr_density_cell_nw_per_um2 = 116
power.switching_mw = 0.142
vdd_ir_drop_max_uv = 119
p_leak_nw = 1.11

[run]
maxCapViolCount = 0
tool_warnings = 31

[die]
initial_core_util_pct = 42.6
die_w_microns = 82.5
io-pin-count = 22
rows = 28
die_y_microns = 82.5
coreArea_sq_um = 6100
die_area_sq_um = 6810

[timing]
finalHoldViolations = 0
rsz0062_at_grt = "no"
worst_pin_slew_ns = 0.779
min_period_ns = 3.39
untimed_endpoints = 14
unclocked_pins = 7
finalClockSkew_ns = 0.00238
max_slew_margin_pct = 47.8
setup_violations = 0
fin_tns_setup_ns = 0
fin_crit_sh_pct = 40.4
slew_violations = 0
fmax_mhz = 295

[critical_path]
cp_slowest_cell = "clkdlybuf4s50_1"
cp_cell_sequence = "inv_1 -> ha_1 -> inv_1 -> clkdlybuf4s50_1"
critPathRequiredTime_ns = 6.72
max_stage_delay_ns = 0.48
critPathLaunchType = "flip-flop"
critPathCaptureType = "output pin"
timing.critical_path.mode_cell = "inv_1"
crit_type = "reg -> out"
crit_fanout = 5
critical_path_arrival_ns = 1.71

[yosys]
synth_top_cell_by_count = "nor2_1"
yosys_area_sq_um = 2590
syn_inst = 332
synth_area_sq_um = 2590
top_cells_by_count = "nor2_1 (35), nand2_1 (31), dfrtp_1 (19)"
synth-edff-count = 0
synth.distinct_cells = 76
synthAoiAreaFrac_pct = 29.5
netlist.area_leader.share_pct = 18.3
synthArstFlopShare_pct = 73.1
syn_area_per_cell_sq_um = 7.82
top_cells_by_area = "dfrtp_1 (18%), nor2_1 (5.1%), nand2_1 (4.5%)"
synth.logic.top_family = "AND-OR/OR-AND gates"
xor_share_pct = 9.11
ys_cells = 332
mux_area_share_pct = 2.41
synth_warnings = 2
ys_ff = 26
synthAdderAreaFrac_pct = 4.34
ys.flop_type = "dfrtp_1"
simple_gate_share_pct = 26.3
largest_area_cell = "dfrtp_1"

[grt]
grt_util_met3_pct = 2.34
antenna_found_initial = 0
track_usage_pct = 19.5
grt_util_met2_pct = 30.2
grt_pass1_wl_mm = 10.4
grt_max_degree = 21
grt_overflow_total = 0
grt_pass1_vias = 2152
top_usage_layer = "met1"
grtUsageMet1_pct = 30.8

[cts]
cts_setup_buffers = 0
cts_tree = "yes"
post_cts_resize_count = 0
cts_made_buffers = 3
cts_buffer_depth = 2
clkLatencyLatePin_ns = 0.25
ctsRootBufferMaster = "clkbuf_8"
path_clk_slew_ns = 0.07
htreeDepth = 1
cts_hold_buf = 0

[hold_path]
min_path_type = "reg -> reg"

[run_status]
status = "complete, no violations"

[placement]
portBuffers = 21
gp_congestion = 0.893
dp_hpwl_mm = 4.56
placed_area_sq_um = 2810
dp_cells = 412
worst max-delay path: cells and delay by family (launching register included):
family / cells / cell delay, ns
adder cells (fa/ha/maj): 1 / 0.28
buffers and inverters: 3 / 0.76
flip-flops: 1 / 0.43
metrics by stage:
step / hold slack, ns / setup slack, ns
2_1_floorplan: 0.446 / 5.87
3_3_place_gp: 0.467 / 5.32
3_5_place_dp: 0.468 / 5.28
4_1_cts: 0.481 / 5.00
5_1_grt: 0.513 / 4.85
6_report: 0.478 / 5.01
cells by family after synthesis:
logic type / after synthesis
buffers and inverters: 33
and+or+nand+nor: 135
DFF: 19
muxes: 6
latches: 7
adders and majority gates: 9
AOI/OAI and AO/OA: 99
xor gates and xnor gates: 24
power groups by stage:
stage / registers (mW) / logic [mW] / clock network, mW
final: 0.0915 / 0.178 / 0.0619
after CTS: 0.0915 / 0.176 / 0.0647
after global routing: 0.0914 / 0.193 / 0.0693
cell usage in the layout (no fill, tap or decap), types with 3 or more instances in the layout:
cell / count
xor2_1: 9
inv_1: 16
a211o_1: 3
and3_1: 5
xnor2_1: 13
a221o_1: 3
dfrtp_1: 19
nand3_1: 16
clkbuf_8: 3
or3_1: 3
nor4_2: 3
mux2i_1: 4
a211oi_1: 8
o21ai_0: 9
nor2b_1: 3
o21a_1: 3
nand2_1: 31
a21oi_1: 15
nor4_1: 5
dlxtn_1: 7
a311oi_1: 3
o211ai_1: 5
and2_1: 3
nor2_1: 35
nand4_1: 3
ha_1: 9
clkdlybuf4s50_1: 21
o31ai_1: 3
nor3_1: 14
o221ai_1: 3
a31oi_1: 8
a21o_1: 4
sequential cells by signal, summed over array words and instances, names as in the netlist:
| name | count |
|---|---|
| an_counter | 17 |
| an_state | 2 |
| segs | 7 |
worst paths after layout:
check                                 endpoint           start  slack, ns  cells past startpoint
worst max register to register  an_counter[10]  an_counter[12]       5.61                      7
worst min register to register   an_counter[4]   an_counter[4]       0.48                      1
min in group asynchronous        an_counter[4]           reset       1.83                      2
worst max-delay path                     an[3]     an_state[0]       5.01                      4
max in group asynchronous       an_counter[12]           reset       6.13                      2
worst min-delay path             an_counter[4]   an_counter[4]       0.48                      1
final cells by class:
cell class	count	area [sq um]	area share (%)
sequential	26	581	20.3
inverter	16	60.1	2.10
multi-input combinational	273	1860	65.1
clock buffer	4	45.0	1.58
tap	75	93.8	3.28
timing repair buffer	22	218	7.62
metal layers:
metal / share of wire, % / vias to the layer above / wire length [microns]
met5: 0 / - / 0
met2: 43 / 65 / 2640
met1: 51 / 1111 / 3100
li1: - / 1263 / -
met4: 0.61 / 0 / 37
met3: 4.9 / 6 / 297
Power and IR drop assume default switching activity.
